==> ./design.v <==
module FromIDTOEX( clk, rst, 
				   RegDst_in, ALUSrc_in, MemtoReg_in, RegWrite_in, MemRead_in, MemWrite_in, Branch_in, Jump_in, 
				   ALUOp_in, rt_in, rd_in, opcode_in, rs_in,
				   pc_in, RD1_in, RD2_in, extend_immed_in, jump_addr_in, b_in, 
				   RegDst_out, ALUSrc_out, MemtoReg_out, RegWrite_out, MemRead_out, MemWrite_out, Branch_out, Jump_out, 
				   ALUOp_out,rt_out, rd_out,opcode_out, pc_out, RD1_out, RD2_out, extend_immed_out, jump_addr_out,
				   Funct_in, Funct_out, rs_out, b_out);
	input clk, rst;
	input RegDst_in, ALUSrc_in, MemtoReg_in, RegWrite_in, MemRead_in, MemWrite_in, Branch_in, Jump_in ;
	input [1:0] ALUOp_in;
	input [4:0] rt_in, rd_in, rs_in ;	
	input [5:0] opcode_in, Funct_in;	
	input [31:0] pc_in, RD1_in, RD2_in, extend_immed_in, jump_addr_in, b_in;
	output RegDst_out, ALUSrc_out, MemtoReg_out, RegWrite_out, MemRead_out, MemWrite_out, Branch_out, Jump_out ;	
	output [1:0] ALUOp_out ;
	output [4:0] rt_out, rd_out, rs_out ;
	output [5:0] opcode_out,Funct_out;		
	output [31:0] pc_out, RD1_out, RD2_out, extend_immed_out, jump_addr_out, b_out;
	reg RegDst_out, ALUSrc_out, MemtoReg_out, RegWrite_out, MemRead_out, MemWrite_out, Branch_out, Jump_out ;	
	reg [1:0] ALUOp_out ;	
	reg [4:0] rt_out, rd_out, rs_out ;
	reg [5:0] opcode_out, Funct_out;
	reg [31:0] pc_out, RD1_out, RD2_out, extend_immed_out, jump_addr_out, b_out;
	always @( posedge clk ) begin
	#10;
		if (rst) begin
			RegDst_out <= 1'b0;
			ALUSrc_out <= 1'b0;
			MemtoReg_out <= 1'b0;
			RegWrite_out <= 1'b0;
			MemRead_out <= 1'b0;
			MemWrite_out <= 1'b0;
			Branch_out <= 1'b0;
			Jump_out <= 1'b0;
			ALUOp_out <= 2'b0;
			rt_out <= 4'b0;
			rd_out <= 4'b0;
			rs_out <= 4'b0;
			opcode_out <= 6'b0;	
            Funct_out <= 6'b0;				
			pc_out <= 32'b0;			
			RD1_out <= 32'b0;
			RD2_out <= 32'b0;
			extend_immed_out <= 32'b0;
			jump_addr_out <= 32'b0;
			b_out <= 32'b0;
		end
		else if (Funct_in == 6'd25) begin
		    RegDst_out <= RegDst_in ;
			ALUSrc_out <= ALUSrc_in ;
			MemtoReg_out <= MemtoReg_in ;
			RegWrite_out <=  1'b0 ;
			MemRead_out <=  MemRead_in ;
			MemWrite_out <= MemWrite_in ;
			Branch_out <= Branch_in ;
			Jump_out <= Jump_in ;
			ALUOp_out <= ALUOp_in ;		
			rt_out <= rt_in ;
			rd_out <= rd_in ;
			rs_out <= rs_in ;
			opcode_out <= opcode_in ;	
            Funct_out <= Funct_in ;			
			pc_out <= pc_in ;
			RD1_out <= RD1_in ;
			RD2_out <= RD2_in ;
			extend_immed_out <= extend_immed_in ;
			jump_addr_out <= jump_addr_in;
			b_out <= b_in;
		end
		else begin
			RegDst_out <= RegDst_in ;
			ALUSrc_out <= ALUSrc_in ;
			MemtoReg_out <= MemtoReg_in ;
			RegWrite_out <=  RegWrite_in ;
			MemRead_out <=  MemRead_in ;
			MemWrite_out <= MemWrite_in ;
			Branch_out <= Branch_in ;
			Jump_out <= Jump_in ;
			ALUOp_out <= ALUOp_in ;		
			rt_out <= rt_in ;
			rd_out <= rd_in ;
			rs_out <= rs_in ;
			opcode_out <= opcode_in ;	
            Funct_out <= Funct_in ;			
			pc_out <= pc_in ;
			RD1_out <= RD1_in ;
			RD2_out <= RD2_in ;
			extend_immed_out <= extend_immed_in ;
			jump_addr_out <= jump_addr_in;
			b_out <= b_in;
		end
	end
endmodule
==> ./run.sh <==
#!/bin/bash
# OpenROAD 26Q1-2900-gdf79404cd8, Yosys 0.63+post, stock flow scripts
make -C /OpenROAD-flow-scripts/flow DESIGN_CONFIG=/design/flow/config.mk WORK_HOME=/design/flow/orfs finish
==> ./config.mk <==
export PLATFORM = sky130hd
export DESIGN_NAME = FromIDTOEX
export DESIGN_NICKNAME = FromIDTOEX
export VERILOG_FILES = /design/flow/design.v
export SDC_FILE = /design/flow/constraint.sdc
export NUM_CORES = 4
export LEC_CHECK = 1
export CORE_AREA = 10 10 201 201
export DIE_AREA = 0 0 211 211
==> ./constraint.sdc <==
current_design FromIDTOEX

set clk_period 1.0
set clk_io_pct 0.2

create_clock -name clk0 -period $clk_period [get_ports {clk}]

set non_clock_inputs [all_inputs -no_clocks]
set_input_delay [expr $clk_period * $clk_io_pct] -clock clk0 $non_clock_inputs
set_output_delay [expr $clk_period * $clk_io_pct] -clock clk0 [all_outputs]
==> impl_metrics.py <==
# Physical implementation metrics
metrics = {
    "place": {
        "place.gp.congestion": 0.837,
        "dp_hpwl_mm": 19.1,
        "portBuffers": 459,
    },
    "synthesis": {
        "synth_top_area_share_pct": 74.5,
        "synth_top_cell_by_count": "dfxtp_1",
        "synth_cells": 486,
        "synthesis.area_sq_um": 6160,
        "ys_cells": 486,
        "yosys-top-cells-count": "229 x dfxtp_1, 227 x nor2b_1, 22 x buf_2, 3 x clkbuf_1, 2 x inv_1",
        "yosys_most_used_dff": "dfxtp_1",
        "ys_area_sq_um": 6160,
        "ys_seq_share_pct": 74.5,
        "synth-edff-count": 0,
        "avgSynthCellArea_sq_um": 12.7,
        "yosysWarnings": 1,
        "top_cells_by_area": "dfxtp_1 74%, nor2b_1 23%, buf_2 1.8%",
        "synth_flops": 229,
        "synth_area_leader_cell": "dfxtp_1",
        "async_flop_share_pct": 0,
        "yosysUniqueCellTypes": 8,
    },
    "grt": {
        "overflow": 0,
        "grt_pass1_vias": 5289,
        "antenna_found_initial": 0,
        "grt_pass1_wl_mm": 33.7,
        "grt_usage_pct": 10.1,
        "grt_max_degree": 46,
    },
    "detailed_routing": {
        "drcViolationCount": 0,
        "antenna_cells": 0,
        "wl_per_cell_um": 16.3,
        "vias_per_cell": 3.43,
        "routed_wl_mm": 23.5,
        "drt_pass1_iterations": 4,
        "drt_iter0_drc": 144,
        "postRouteAntennaNets": 0,
        "vias": 4958,
    },
    "floorplanning": {
        "dieWidth_um": 211,
        "num_rows": 69,
        "fp_util_pct": 17.2,
        "die_h_um": 211,
        "coreArea_sq_um": 35700,
        "io_pins": 460,
        "die_area_sq_um": 44500,
    },
    "worst_setup_path": {
        "cp_top_family": "flip-flops",
        "path_cells": "buf_2",
        "critPathBufInv": 1,
        "slowest_delay_ns": 0.35,
        "path_class": "reg -> out",
        "crit_path_max_fanout": 1,
        "cp_data_required_time_ns": 0.80,
        "crit_path_end_kind": "primary output",
        "start_kind": "flop",
        "worstPathArrival_ns": 0.99,
        "crit_slowest_cell": "dfxtp_2",
    },
    "cts": {
        "cts_hold_buf": 0,
        "post-cts-setup-buffers": 0,
        "root_buffer": "clkbuf_16",
        "cts_buffer_depth": 3,
        "htreeDepth": 1,
        "cts_sinks": 229,
        "cts_inserted_buffers": 26,
        "cts_resized": 802,
        "clk_pin_slew_worst_paths_ns": 0.06,
        "cts_tree": "yes",
    },
    "power_and_ir_drop": {
        "combPwrFrac_pct": 9.3,
        "power.share.clock_pct": 43.7,
        "p_leak_uw": 0.00496,
        "internal_power_uw": 16500,
        "sw_frac_of_total_pct": 20.4,
        "pwr-share-seq_pct": 47.0,
        "power.switching_uw": 4230,
        "fin_total_pwr_uw": 20700,
        "vdd_drop_max_mv": 1.23,
        "power_density_nw_per_um2": 1850,
    },
    "final_timing": {
        "setup_slack_ns": -0.190,
        "worst_slew_pin_slew_ns": 0.235,
        "finalHoldViolations": 0,
        "finalCritPeriodShare_pct": 119,
        "rsz0062_at_grt": "yes",
        "relSlewSlack_pct": 84.1,
        "finalSetupViolCount": 229,
        "fmax_ghz": 0.841,
        "whs_ns": 0.0724,
        "slew_violations": 0,
        "min_period_ns": 1.19,
    },
    "min_path": {
        "hold_class": "in -> reg",
    },
    "layout": {
        "area_delta_synth_final_pct": 81.9,
        "nFillCells": 3664,
        "post-route-util_pct": 31.3,
        "drive_gt1_share_pct": 34.1,
    },
    "run": {
        "cap_violations": 0,
        "tool_warnings": 27,
    },
    "status": {
        "outcome": "finished, violations left",
        "violations": "negative setup slack",
    },
}
final cells by class:
cell class / count / area (sq um) / share of cell area [%]
inverter: 2 / 7.51 / 0.0670
multi-input combinational: 230 / 1440 / 12.9
tap: 461 / 577 / 5.15
clock inverter: 5 / 53.8 / 0.480
sequential: 229 / 4650 / 41.5
timing repair buffer: 478 / 3710 / 33.1
clock buffer: 39 / 761 / 6.79
metrics by stage:
step / cell area, sq um / setup slack [ns] / setup TNS [ns] / std cells
finish: 11200 / -0.190 / -28.79 / 1444
CTS: 11200 / -0.245 / -38.37 / 1444
detailed placement: 11400 / -0.224 / -0.525 / 1400
global route: 11200 / -0.244 / -40.54 / 1444
global placement: 11400 / -0.292 / -0.633 / 1400
floorplan: 6160 / 0.156 / 0 / 486
kinds of logic (layout without fill, tap and decap cells):
group	count (synthesis)	count (layout)	share of synthesized area, %
buffers and inverters	27	524	2.09
DFF	229	229	74.5
AOI/OAI and AO/OA	1	1	0.142
and+or+nand+nor	229	229	23.3
power groups by stage:
stage | Sequential [uW] | Combinational [uW] | Clock [uW]
5_1_grt | 9790 | 2120 | 9740
4_1_cts | 9750 | 1980 | 9410
6_report | 9750 | 1930 | 9050
sequential cells by signal, summed over array words and instances (netlist names), 2 cells and up:
signal and cells:
b_out 32, rt_out 5, Funct_out 6, opcode_out 6, jump_addr_out 32, pc_out 32
RD1_out 32, rs_out 5, extend_immed_out 32, RD2_out 32, rd_out 5, ALUOp_out 2
layer usage:
| layer | wire length, um | GRT usage, % | part of all wire, % | vias up |
|---|---|---|---|---|
| met2 | 10500 | 16.0 | 45 | 325 |
| li1 | - | - | - | 2421 |
| met5 | 0 | 0 | 0 | - |
| met3 | 3550 | 6.30 | 15 | 26 |
| met1 | 9080 | 11.6 | 39 | 2186 |
| met4 | 434 | 1.65 | 1.8 | 0 |
final timing paths:
path | start | endpoint | depth (start not counted)
hold / removal | rst | RD2_out[2] | 3
setup / recovery | RD2_out[30] | RD2_out[30] | 1
cell usage in the layout (no fill, tap or decap), drive strengths merged:
master,netlist,routed
nor2,1,1
inv,2,3
nor2b,227,227
a311oi,1,1
buf,22,249
nor4bb,1,1
clkdlybuf4s50,0,229
clkinv,0,3
clkbuf,3,39
dfxtp,229,229
bufinv,0,1
Power is estimated from default activity; no workload was simulated.
